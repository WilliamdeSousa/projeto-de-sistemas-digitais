## design/flow/config.mk

```make
export PLATFORM = sky130hd
export DESIGN_NAME = controladora
export DESIGN_NICKNAME = controladora
export VERILOG_FILES = /design/flow/design.v
export SDC_FILE = /design/flow/constraint.sdc
export NUM_CORES = 4
export LEC_CHECK = 1
export CORE_UTILIZATION = 30
```

## design/flow/constraint.sdc

```tcl
current_design controladora

set clk_period 2.6
set clk_io_pct 0.2

create_clock -name clk0 -period $clk_period [get_ports {clk}]

set non_clock_inputs [all_inputs -no_clocks]
set_input_delay [expr $clk_period * $clk_io_pct] -clock clk0 $non_clock_inputs
set_output_delay [expr $clk_period * $clk_io_pct] -clock clk0 [all_outputs]
```

## design/flow/design.v

```verilog
package tipos_pacotes;
  typedef struct packed {
    logic [19:0] [3:0] digits;
  } senhaPac_t;
  typedef struct packed {
    logic [3:0] BCD0;
    logic [3:0] BCD1;
    logic [3:0] BCD2;
    logic [3:0] BCD3;
    logic [3:0] BCD4;
    logic [3:0] BCD5;
  } bcdPac_t;
  typedef struct packed {
    logic bip_status;
    logic [5:0] bip_time;
    logic [5:0] tranca_aut_time;
    senhaPac_t senha_master;
    senhaPac_t senha_1;
    senhaPac_t senha_2;
    senhaPac_t senha_3;
    senhaPac_t senha_4;
  } setupPac_t;
endpackage : tipos_pacotes
module controladora #(
	parameter DEBOUNCE_P = 300,
	parameter SWITCH_MODE_MIN_T = 5000,
	parameter AUTO_SHUTDOWN_T = 30000
) (
  	input 	logic	clk, 
  	input 	logic	rst,
  	input	logic	infravermelho,
  	input	logic	push_button,
  	output	logic	led,
  	output	logic	saida
);
	logic a, b, c, enable_sub_3;
	submodulo_1 s1(
		.clk(clk),
		.rst(rst),
		.a(a),
		.b(b),
		.c(c),
		.d(infravermelho),
		.enable_sub_3(enable_sub_3),
		.led(led),
		.saida(saida)
	);
	submodulo_2#(
		.DEBOUNCE_P(300),
		.SWITCH_MODE_MIN_T(5000)
	) s2 (
		.clk(clk),
		.rst(rst),
		.push_button(push_button),
		.A(a),
		.B(b)
	);
	submodulo_3#(
		.AUTO_SHUTDOWN_T(30000)
	) s3 (
		.clk(clk),
		.rst(rst),
		.enable(enable_sub_3),
		.infravermelho(infravermelho),
		.C(c)
	);
endmodule
module submodulo_1(
	input	logic 	clk,
	input	logic	rst,
	input	logic 	a, 
	input	logic 	b,
	input	logic 	c,
	input	logic	d,
	output	logic	enable_sub_3,
	output	logic 	led, 
	output	logic	saida
);
	enum logic [1:0] {LLA, LDA, LLM, LDM} estado;
	always_ff @ (posedge rst or posedge clk)
		if(rst) estado <= LDA;
		else begin
			case (estado)
			LDA: begin
				if (d) estado <= LLA;
				else if (a) estado <= LDM;
				else estado <= LDA;
			end
			LLA: begin
				if (c) estado <= LDA;
				else if(a) estado <= LDM;
				else estado <= LLA;
			end
			LDM: begin
				if (a) estado <= LLA;
				else if (b) estado <= LLM;
				else estado <= LDM;
			end
			LLM: begin
				if (a) estado <= LLA;
				else if (b) estado <= LDM;
				else estado <= LLM;
			end
			default: estado <= LDA;
			endcase
		end
	always_comb begin
		if (rst) begin 
			led = 0;
			saida = 0;
			enable_sub_3 = 0;
		end
		else
		case(estado)
			LDA: begin
				led = 0;
				saida = 0;
				enable_sub_3 = 0;
			end
			LLA: begin
				led = 0;
				saida = 1;
				enable_sub_3 = 1;
			end
			LDM: begin
				led = 1;
				saida = 0;
				enable_sub_3 = 0;
			end
			LLM: begin
				led = 1;
				saida = 1;
				enable_sub_3 = 0;
			end
			default: begin
				led = 0;
				saida = 0;
				enable_sub_3 = 0;
			end
		endcase
	end
endmodule
module submodulo_2 #(
	parameter DEBOUNCE_P = 300,
	parameter SWITCH_MODE_MIN_T = 5000)
(
	input 	logic 	clk, 
	input	logic	rst,
	input	logic	push_button,
	output 	logic   A,
	output	logic	B
);
	bit [15:0] Tp = 0;
	enum logic [2:0] { inicial, db, a, b, temp } estado;
	logic reg_a, reg_b;
	always_ff @ (posedge rst or posedge clk)
		if (rst) begin
			Tp = 0;
			estado <= inicial;
		end else
			case (estado)
				inicial: begin 
					if (push_button == 1) estado <= db;
					else estado <= inicial;
				end
				db: begin
					if (Tp >= 300) estado <= b;
					else if (Tp < 300) estado <= db;
					else if (push_button == 0) estado <= inicial;
					else Tp <= Tp + 1;
				end
				b: begin 
					if (Tp >= 5000) estado <= a;
					else if (Tp <500) estado <= b;
					else if (push_button == 0) begin
						estado <= temp;
						reg_b <= 1;
					end 
				end
				a: begin
					if (push_button == 0) begin
						estado <= temp;
						reg_a <= 1;
					end 
					else estado <= a;
				end
				temp: begin
					estado <= inicial;
					Tp<=0;
				end
				default: estado <= inicial;
			endcase
	always_comb begin
		if (rst) begin
			A = 0;
			B = 0;
		end
		else
			case (estado)
				inicial: begin
					A = 0;
					B = 0;
				end
				db: begin
					A = 0;
					B = 0;
				end
				b: begin
					A = 0;
					B = reg_b;
				end
				a: begin
					A = reg_a;
					B = 0;
				end
				default: begin
					A = 0;
					B = 0;
				end
			endcase
	end
endmodule
module submodulo_3  #(
	parameter AUTO_SHUTDOWN_T = 30000)
(input 	logic 	clk,
input	logic	rst,
input 	logic	enable,
input 	logic	infravermelho,
output 	logic 	C);
  bit [15:0] Tc = 0;
  enum logic [1:0] {inicial, contando, temp} estado;
  always_ff @ (posedge rst or posedge clk)
    if (rst) begin
      Tc <= 0;
      estado <= inicial;
    end
  	else
      case (estado)
        inicial: begin
          Tc <= 0;
          if (!infravermelho && enable) estado <= contando;
          else estado <= inicial;
        end
        contando: begin
          Tc <= Tc + 1;
          if (infravermelho || !enable) estado <= inicial;
          else if (Tc >= AUTO_SHUTDOWN_T) estado <= temp;
          else estado <= contando;
        end
        temp: begin
          Tc <= 0;
          estado <= inicial;
        end
		    default: begin
          Tc <= 0;
          estado <= inicial;
        end
      endcase
  always_comb begin
    if (rst) begin
      C = 0;
    end
    else
      case (estado)
        inicial: C = 0;
        contando: C = 0;
        temp: C = 1;
        default: C = 0;
      endcase
  end
endmodule
```

## design/flow/run.sh

```bash
#!/bin/bash
# OpenROAD 26Q1-2900-gdf79404cd8, Yosys 0.63+post, stock flow scripts
make -C /OpenROAD-flow-scripts/flow DESIGN_CONFIG=/design/flow/config.mk WORK_HOME=/design/flow/orfs finish
```

==> insert_results.sql <==
-- implementation run metrics
INSERT INTO impl_metrics (metric_group, metric, value, unit) VALUES
('cts', 'tritoncts_clock_tree', 'done', ''),
('critical_path', 'ff2ff_path_depth', '5', ''),
('placed_design', 'dpl.hpwl', '2020', 'microns'),
('cts', 'cts_sinks', '42', ''),
('yosys', 'syn_area', '0.00191', 'sq mm'),
('yosys', 'synth-cells-yosys', '180', ''),
('yosys', 'synth.ff_latch_count', '42', ''),
('final_timing', 'grt_setup_unrepaired', 'no', ''),
('layout', 'final_layout_size_suffix_gt1_share', '8.90', '%'),
('global_route', 'grt.overflow.total', '0', ''),
('yosys', 'flop_cell', 'sky130_fd_sc_hd__dfrtp_1', ''),
('detailed_routing', 'drc_errors', '0', ''),
('run', 'timing.max_cap.violations', '0', ''),
('global_route', 'via_count_of_the_first_global_routing_pass', '1178', ''),
('global_route', 'use_met1', '17.2', '%'),
('cts', 'holdBufCountCts', '0', ''),
('cts', 'post_cts.repair.setup_buffers', '0', ''),
('critical_path', 'criticalPathCategory', 'in -> out', ''),
('detailed_routing', 'avg_wl_per_cell', '11.5', 'microns'),
('global_route', 'maximum_number_of_pins_on_one_net_before_global_route_repair', '35', ''),
('critical_path', 'critPathArrivalTime', '1.65', 'ns'),
('yosys', 'syn_avg_cell_area', '10.6', 'sq um'),
('layout', 'comb_area', '802', 'sq um'),
('run', 'log.warning_count', '27', ''),
('placed_design', 'io_buffers', '5', ''),
('final_timing', 'report.final.slew_viol_count', '0', ''),
('yosys', 'yosys-stat-area', '0.00191', 'sq mm'),
('cts', 'clockBufferDepth', '2', ''),
('global_route', 'groute.layer.met3.usage', '3.04', '%'),
('detailed_routing', 'routed_via_density', '4.72', ''),
('critical_path', 'critPathLaunchType', 'input pin', ''),
('global_route', 'grt_busiest_layer', 'met1', ''),
('critical_path', 'timing.critical_path.fanout_max', '8', ''),
('layout', 'layout.cell_area.non_filler', '0.00216', 'sq mm'),
('pwr', 'power.static_leakage', '1.02', 'nW'),
('pwr', 'ir_drop', '0.236', 'mV'),
('pwr', 'power_density', '579', 'mW/mm^2'),
('die', 'chipWidth', '81.8', 'microns'),
('layout', 'most-common-layout-cells', 'sky130_fd_sc_hd__dfrtp_1, sky130_fd_sc_hd__and2_1, sky130_fd_sc_hd__nand2_1', ''),
('worst_hold_path', 'hold_path_class', 'reg -> reg', ''),
('die', 'design.portCount', '6', ''),
('yosys', 'asyncSetResetFlopFracSynth', '100', '%'),
('worst_hold_path', 'timing.hold.worst_path_depth', '1', ''),
('detailed_routing', 'antenna_cells', '0', ''),
('cts', 'cts_made_buffers', '5', ''),
('final_timing', 'setup_viol', '0', ''),
('cts', 'clock-root-buffer', 'sky130_fd_sc_hd__clkbuf_8', ''),
('final_timing', 'remaining_max_slew_budget_at_the_tightest_pin', '67.3', '%'),
('die', 'core-area', '0.00603', 'sq mm'),
('die', 'floorplan.die_area', '0.00669', 'sq mm'),
('cts', 'clock_tree.htree_level_count', '2', ''),
('yosys', 'synthesized_instance_count', '180', ''),
('layout', 'fillers', '569', ''),
('status', 'run_status', 'complete, no violations', ''),
('final_timing', 'worst-slew-pin-transition', '0.484', 'ns'),
('detailed_routing', 'detail_route.iter0.violations', '63', ''),
('cts', 'cts.repair.resized', '0', ''),
('final_timing', 'skew', '0.00806', 'ns'),
('detailed_routing', 'drt_first_pass_iters', '4', ''),
('yosys', 'synth-warning-count', '3', ''),
('yosys', 'flip_flops_with_a_built_in_enable', '0', ''),
('global_route', 'grt_pass1_wl', '5450', 'microns'),
('placed_design', 'detailed_place.area', '0.00205', 'sq mm'),
('layout', 'syn_to_final_growth', '13.2', '%'),
('cts', 'clock_pin_slew_reported_for_the_worst_setup_and_hold_paths_after_clock_tree_synthesis', '0.07', 'ns'),
('die', 'row_count', '28', ''),
('yosys', 'yosys.stat.seqShare', '55.2', '%'),
('detailed_routing', 'route.antenna.remaining_nets', '0', ''),
('global_route', 'grt_util_met2', '15.3', '%'),
('final_timing', 'final_min_period_over_clock_period', '83.4', '%'),
('final_timing', 'hold_fails_final_rpt', '0', '');
[layout make-up]
type / instances / area share, %
Clock buffer: 5 / 3.18
Sequential cell: 42 / 48.8
Inverter: 10 / 1.74
Tap cell: 75 / 4.34
Timing Repair Buffer: 7 / 3.01
Multi-Input combinational cell: 124 / 37.1
Clock inverter: 3 / 1.85
[sequential cells by signal (all words and copies together), names as in the netlist]
name	count
s2.Tp	14
s3.Tc	16
s3.estado	3
s1.estado	4
s2.estado	5
[synth_stat cells, types with 2 or more instances]
master	instances	area share, %
sky130_fd_sc_hd__dfrtp_1	39	51
sky130_fd_sc_hd__and2_1	26	8.5
sky130_fd_sc_hd__nand2_1	14	2.8
sky130_fd_sc_hd__inv_1	10	2.0
sky130_fd_sc_hd__nor2_1	10	2.0
sky130_fd_sc_hd__o21ai_0	9	2.4
sky130_fd_sc_hd__xor2_1	8	3.7
sky130_fd_sc_hd__nor3_1	7	1.8
sky130_fd_sc_hd__nand3_1	5	1.3
sky130_fd_sc_hd__clkbuf_1	4	0.79
sky130_fd_sc_hd__nand4_1	4	1.3
sky130_fd_sc_hd__nor2b_1	4	1.3
sky130_fd_sc_hd__nor4_1	4	1.3
sky130_fd_sc_hd__dfstp_2	3	4.1
sky130_fd_sc_hd__xnor2_1	3	1.4
sky130_fd_sc_hd__a21boi_0	2	0.79
sky130_fd_sc_hd__a31oi_1	2	0.66
sky130_fd_sc_hd__ha_1	2	1.3
sky130_fd_sc_hd__o211ai_1	2	0.79
sky130_fd_sc_hd__o22ai_1	2	0.66
sky130_fd_sc_hd__or3_1	2	0.66
[metrics by stage]
stage,std cells,util [%],setup slack [ns],hold slack (ns)
final,266,35.9,0.431,0.460
after global routing,266,35.9,0.343,0.482
after CTS,266,35.9,0.421,0.462
after detailed placement,258,34.1,0.429,0.448
after global placement,258,34.1,0.434,0.438
after floorplan,180,-,0.167,0.429
[critical path, stage by stage]
cell                              delay, ns
sky130_fd_sc_hd__clkdlybuf4s50_1       0.52
sky130_fd_sc_hd__nor2_1                0.14
sky130_fd_sc_hd__clkdlybuf4s50_1       0.46
[kinds of logic (layout without fill, tap and decap cells)]
family | count (synthesis) | count (layout) | synth area share, %
AND-OR/OR-AND | 31 | 31 | 11.5
XOR/XNOR | 11 | 11 | 5.05
adder cells (fa/ha/maj) | 2 | 2 | 1.31
buffers and inverters | 14 | 25 | 2.75
flip-flops | 42 | 42 | 55.2
AND/OR/NAND/NOR | 80 | 80 | 24.1
[path summary, 6_finish.rpt]
check                                       startpoint                     end  slack, ns
worst max register to register      s3.Tc[0]$_DFF_PP0_     s3.Tc[12]$_DFF_PP0_       0.93
max in group asynchronous                          rst  s1.estado[0]$_DFF_PP1_       1.45
worst min register to register  s2.estado[1]$_DFF_PP0_  s2.estado[0]$_DFF_PP1_       0.46
min in group asynchronous                          rst  s3.estado[2]$_DFF_PP0_       0.71
worst min-delay path            s2.estado[1]$_DFF_PP0_  s2.estado[0]$_DFF_PP1_       0.46
worst max-delay path                               rst                     led       0.43
[layer usage]
metal	wire [microns]	part of all wire, %
met5	0	0
met2	1290	42
met3	115	3.8
met4	76	2.5
met1	1580	52
[power breakdown]
part	total, W	switching [W]	internal (W)	leakage, nW
clock network	0.000502	0.000220	0.000282	0.0579
registers	0.000692	0.0000160	0.000676	0.562
logic	0.0000581	0.0000303	0.0000278	0.399
Power figures rest on the tool's default switching activity, not on a simulated workload.
