===== ./constraint.sdc =====
current_design resetHold5s

set clk_period 4.6
set clk_io_pct 0.2

create_clock -name clk0 -period $clk_period [get_ports {clk}]

set non_clock_inputs [all_inputs -no_clocks]
set_input_delay [expr $clk_period * $clk_io_pct] -clock clk0 $non_clock_inputs
set_output_delay [expr $clk_period * $clk_io_pct] -clock clk0 [all_outputs]

===== ./design.v =====
package tipos_pacotes;
  typedef struct packed {
    logic [19:0] [3:0] digits;
  } senhaPac_t;
  typedef struct packed {
    logic [3:0] BCD0;
    logic [3:0] BCD1;
    logic [3:0] BCD2;
    logic [3:0] BCD3;
    logic [3:0] BCD4;
    logic [3:0] BCD5;
  } bcdPac_t;
  typedef struct packed {
    logic bip_status;
    logic [5:0] bip_time;
    logic [5:0] tranca_aut_time;
    senhaPac_t senha_master;
    senhaPac_t senha_1;
    senhaPac_t senha_2;
    senhaPac_t senha_3;
    senhaPac_t senha_4;
  } setupPac_t;
endpackage : tipos_pacotes
module resetHold5s #(parameter TIME_TO_RST = 5) (
  input   logic   clk, reset_in,
  output  logic   reset_out
);
  logic [13:0] Tr;
  enum logic [1:0] {esperando, debounce, reset_valido} estado;
  always_ff @(posedge clk) begin
    case (estado)
      esperando: begin
        if (reset_in) begin
          Tr <= 0;
          estado <= debounce;
        end
      end
      debounce: begin
        Tr <= Tr + 1;
        if (!reset_in) estado <= esperando;
        else if (Tr > TIME_TO_RST * 1000) estado <= reset_valido;
      end
      reset_valido: begin
        if (!reset_in) estado <= esperando;
      end
      default: estado <= esperando;
    endcase
  end
  always_comb begin
    case (estado)
      esperando: reset_out = 0;
      debounce: reset_out = 0;
      reset_valido: reset_out = 1;
      default: reset_out = 0;
    endcase
  end
endmodule

===== ./config.mk =====
export PLATFORM = sky130hd
export DESIGN_NAME = resetHold5s
export DESIGN_NICKNAME = resetHold5s
export VERILOG_FILES = /design/flow/design.v
export SDC_FILE = /design/flow/constraint.sdc
export NUM_CORES = 4
export LEC_CHECK = 1
export CORE_AREA = 10 10 86 86
export DIE_AREA = 0 0 96 96

===== ./run.sh =====
#!/bin/bash
# OpenROAD 26Q1-2900-gdf79404cd8, Yosys 0.63+post, stock flow scripts
make -C /OpenROAD-flow-scripts/flow DESIGN_CONFIG=/design/flow/config.mk WORK_HOME=/design/flow/orfs finish

==> CHANGELOG.md <==
### Physical design

- Outcome: finished clean
- Clk latency of the worst-skew pair: about 240 ps
- Cell total in the yosys stat output: slightly below 90
- Largest voltage drop on the vdd net: 282 uV
- Number of max-slew violations in the final report: 0
- Pre-CTS WS: between 2000 and 2500 ps
- Endpoint type of the worst setup path: output port
- Hold Path Class: flip-flop to flip-flop
- Overflow after GRT: 0
- Global-route total usage across every layer: 0.0390
- Area growth from synthesis to layout: 15.9%
- Register-to-Register Setup Slack: just under 3000 ps
- Initial antenna violation count: 0
- First-pass DRT Iterations: 4
- Critical path startpoint category: flip-flop
- Final worst-path cycle share: 0.508
- Share of layout cells above drive strength 1: 0.0860
- Power density over the cells: approximately 640 nW/um2
- IO Count: 3
- Final setup fails: 0
- Die height: ~96 um
- Origin of the worst min-delay path: Tr[0]
- Number of hold buffers added after cts: 0
- Floorplan die width: roughly 96 um
- Unique cell types: 31
- Total Neg Setup Slack: 0 ps
- Clk sinks: 16
- Largest buffer count on any clock path: 2
- Path type of the worst setup path: flip-flop to output port
- Tool warnings: 26
- Combinational cell area excluding buffers and inverters: 435 um2
- Post-Syn Instances: 89
- Avg Synthesized Cell Area: between 10 and 15 um2
- Clock buffer count from CTS: 3
- Dominant synthesized flop cell: sky130_fd_sc_hd__edfxtp_1
- Max-Cap Viols: 0
- Standard cell area after detailed placement: 1050 um2
- Die Outline Area: 9220 um2
- Core outline area: 5540 um2
- H-Tree Depth: 1
- Vias after detailed routing: 664
- Final HPWL from detailed placement: between 1000 and 1500 um
- Storage cell area: 480 um2
- Total of warnings raised by yosys: 1
- Via/cell ratio: between 4 and 5
- Worst setup margin: about 2300 ps
- Fill cell count: 614
- EDFF count, synth: 16
- Hold path cells: 1
- Chip Area, Yosys: 943 um2
- Setup Skew: 2.37 ps
- Antenna diodes: 0
- Post-CTS setup repair buffer count: 0
- DRC: 0
- Total wire length: 1710 um
- Tightest hold margin: 661 ps
- Setup repair after global routing missed its margin: false
- Pin count of the biggest net entering global routing: 13
- Worst path arrival time: between 1000 and 1500 ps
- Port Buffers: 2
- Final instance area: 1090 um2
- Depth of the most critical reg-to-reg path: 3
- Achievable clock frequency: approximately 0.43 GHz
- Max-slew headroom at the worst pin: 0.669
- Number of global-route vias before repair: 671
- CP startpoint: estado[0]
- R2r startpoint: Tr[10]
- Min Tclk post-route: ~2300 ps
- Final Hold Violation Tally: 0
- Utilization after layout: 0.197
- Netlist Area Pre-Place: 943 um2
- Number of storage elements in the synthesis netlist: 16
- Root Buffer: sky130_fd_sc_hd__clkbuf_8
- Avg WL per Cell: 10.4 um
- Seq share, synth: 0.509
- First-pass GRT wire length: 3030 um
- Peak fanout along the critical path: 7
- Worst Tran Pin Value: 495 ps
- Leakage power: 0.336 nW
- CTS tree: yes
- Antenna viol nets, final: 0
- Fraction of registers with async set or reset after synthesis: 0
- Global placement routability congestion: 0.807
- Data required, critical path: 3680 ps
- Drt first-iter violations: 60
- Total of cells resized after clock tree synthesis: 0
- Clock input transition at the sequential cells of the worst setup and hold paths: 60 ps
- Cell Rows: 27
- Fp util: 0.170
[cell type report]
cell class | instances | share of cell area
clock buffer | 3 | 0.0378
inverter | 5 | 0.0172
multi-input combinational | 66 | 0.398
sequential | 16 | 0.439
tap | 72 | 0.0824
timing repair buffer | 3 | 0.0252
[cells in the mapped netlist (all sizes together), types with 2 or more instances]
cell type / instances / area, um2
o31ai: 4 / 30.0
nor4: 2 / 12.5
a21oi: 7 / 35.0
nand3: 4 / 25.0
nand2b: 4 / 27.5
ha: 2 / 25.0
nand4: 2 / 18.8
inv: 5 / 18.8
nor3: 2 / 10.0
xor2: 2 / 17.5
or3: 3 / 18.8
and2: 3 / 18.8
nor2: 7 / 26.3
o21ai: 2 / 10.0
xnor2: 2 / 17.5
or4: 4 / 30.0
nand2: 5 / 18.8
o21a: 2 / 15.0
mux2i: 2 / 20.0
edfxtp: 16 / 480
nor2b: 3 / 18.8
[state kept, by name, indices dropped and copies added (netlist names)]
name    cells
Tr         14
estado      2
[routing by layer]
metal,global-route usage,vias to the layer above,part of all wire
met5,0,-,0
met4,0.00860,0,0.016
met3,0.00472,2,0.035
met2,0.0605,17,0.41
met1,0.0573,303,0.54
li1,-,342,-
[kinds of logic (layout without fill, tap and decap cells)]
family | after synthesis | in the layout | share of synthesized area
buffers and inverters | 7 | 11 | 0.0292
and+or+nand+nor | 40 | 40 | 0.251
adders and majority gates | 2 | 2 | 0.0265
AOI/OAI and AO/OA | 18 | 18 | 0.126
DFF | 16 | 16 | 0.509
muxes | 2 | 2 | 0.0212
xor gates and xnor gates | 4 | 4 | 0.0371
[worst max-delay path: stages, from the launching register on]
cell	delay, ps
sky130_fd_sc_hd__edfxtp_1	480
sky130_fd_sc_hd__nor2b_1	200
sky130_fd_sc_hd__clkdlybuf4s50_1	490
[stage by stage]
stage / power, mW / cells
4_1_cts: 0.709 / 165
5_1_grt: 0.766 / 165
2_1_floorplan: 0.525 / 89
3_3_place_gp: 0.605 / 162
6_report: 0.704 / 165
3_5_place_dp: 0.603 / 162
[final timing paths]
kind,to
min reg2reg,Tr[0]
max reg2reg,estado[0]
max,reset_out
min,Tr[0]
[layout by cell type (no fill, tap or decap), drive strengths merged]
cell type / netlist / layout
edfxtp: 16 / 16
nor2: 7 / 7
a21oi: 7 / 7
inv: 5 / 5
nand2: 5 / 5
o31ai: 4 / 4
or4: 4 / 4
nand3: 4 / 4
nand2b: 4 / 4
nor2b: 3 / 3
and2: 3 / 3
or3: 3 / 3
clkbuf: 1 / 3
xor2: 2 / 2
nor3: 2 / 2
o21a: 2 / 2
xnor2: 2 / 2
nor4: 2 / 2
mux2i: 2 / 2
ha: 2 / 2
clkdlybuf4s50: 0 / 2
nand4: 2 / 2
o21ai: 2 / 2
a311o: 1 / 1
nand4bb: 1 / 1
o21ba: 1 / 1
a2111oi: 1 / 1
buf: 1 / 1
[power by group]
group | leakage [nW] | internal, mW | total [mW] | switching, mW
Clock | 0.0216 | 0.0579 | 0.102 | 0.0442
Sequential | 0.165 | 0.273 | 0.371 | 0.0984
Combinational | 0.150 | 0.106 | 0.231 | 0.126
Total | 0.336 | 0.436 | 0.704 | 0.268
Power and IR drop assume default switching activity.
